==> /design/flow/design.v <==
`timescale 1ns / 1ps
module ALU(A_in, B_in, ALU_ctrl, ALU_out, carry_out, zero, overflow);
    input [31:0] A_in;
    input [31:0] B_in;
    input [3:0] ALU_ctrl;
    output reg [31:0] ALU_out;
    output reg carry_out;
    output reg zero;
    output reg overflow;
    reg [32:0] B_temp;
    reg [32:0] sum_temp;
    always @(*) begin
        carry_out = 1'b0;
        overflow = 1'b0;
        case (ALU_ctrl)
            4'b0000: begin
            ALU_out = A_in & B_in;
            end
            4'b0001: begin
            ALU_out = A_in | B_in;
            end
            4'b0010: begin
            sum_temp = A_in + B_in;
            ALU_out = sum_temp[31:0];
            carry_out = sum_temp[32];
            if ((A_in[31] & B_in[31] & ~ALU_out[31]) | (~A_in[31] & ~B_in[31] & ALU_out))
                overflow = 1'b1;
            else
                overflow = 1'b0;
            end
            4'b0110: begin
            B_temp = ~B_in + 1;  
            sum_temp = A_in + B_temp;
            ALU_out = sum_temp[31:0];
            if ((A_in[31] & B_temp[31] & ~ALU_out[31]) | (~A_in[31] & ~B_temp[31] & ALU_out[31]))
                overflow = 1'b1;
            else
                overflow = 1'b0;
            end
            4'b0111: begin
            ALU_out = ($signed(A_in) < $signed(B_in))?32'd1:32'd0;
            end
            4'b1100: begin
            ALU_out = ~(A_in | B_in);
            end
            4'b1111: begin
            ALU_out = (A_in == B_in) ? 1: 0;
            end
            default: begin
            sum_temp = A_in + B_in;
            ALU_out = sum_temp[31:0];
            carry_out = sum_temp[32];
            if ((A_in[31] & B_in[31] & ~ALU_out[31]) | (~A_in[31] & ~B_in[31] & ALU_out))
                overflow = 1'b1;
            else
                overflow = 1'b0;
            end
        endcase
    zero = &(~ALU_out);
    end
endmodule
`timescale 1ns / 1ps
module ALUController(ALUOp, Funct7, Funct3, Operation);
    input [1:0] ALUOp;
    input [6:0] Funct7;
    input [2:0] Funct3;
    output [3:0] Operation;
    assign Operation[0]= ((Funct3 == 3'b110) || ((Funct3 == 3'b010) && (ALUOp[0] == 1'b0)))
                         ? 1'b1 : 1'b0;
    assign Operation[1] = ((Funct3 == 3'b000) || (Funct3 == 3'b010)) ? 1'b1 : 1'b0;
    assign Operation[2] = ((Funct7 == 7'b0 && Funct3 == 3'b100 && ALUOp == 2'b10) 
                           || (Funct7 == 7'b0 && Funct3 == 3'b010 && ALUOp == 2'b10)
                          || (Funct7 == 7'b0100000 && Funct3 == 3'b000 && ALUOp == 2'b10)
                          || (Funct3 == 3'b100 && ALUOp == 2'b00) || (Funct3 == 3'b010 && ALUOp == 2'b00))
                         ? 1'b1 : 1'b0;
    assign Operation[3] = ((Funct7 == 7'b0 && Funct3 == 3'b100 && ALUOp == 2'b10)
                          || (Funct3 == 3'b100 && ALUOp == 2'b00)) ? 1'b1 : 1'b0;
endmodule
`timescale 1ns / 1ps
module Controller(Opcode, ALUSrc, MemtoReg,RegWrite, MemRead, MemWrite, ALUOp);
    input [6:0] Opcode;
    output reg ALUSrc, MemtoReg, RegWrite, MemRead, MemWrite;
    output reg [1:0] ALUOp;
    always @(Opcode)
    begin
        case(Opcode)
            7'b0110011: begin
                MemtoReg = 0;
                MemWrite = 0;
                MemRead = 0;
                ALUSrc = 0;
                RegWrite = 1;
                ALUOp = 2'b10;
                end
            7'b0010011: begin
                MemtoReg = 0;
                MemWrite = 0;
                MemRead = 0;
                ALUSrc = 1;
                RegWrite = 1;
                ALUOp = 2'b00;
                end
            7'b0000011: begin
                MemtoReg = 1;
                MemWrite = 0;
                MemRead = 1;
                ALUSrc = 1;
                RegWrite = 1;
                ALUOp = 2'b01;
                end
            7'b0100011: begin
                MemtoReg = 0;
                MemWrite = 1;
                MemRead = 0;
                ALUSrc = 1;
                RegWrite = 0;
                ALUOp = 2'b01;
                end
            endcase
        end
endmodule
`timescale 1ns / 1ps
module DataMem(MemRead, MemWrite, addr, write_data, read_data);
    input MemRead, MemWrite;
    input [8:0] addr;
    input [31:0] write_data;
    output reg [31:0] read_data;
    reg [31:0] memory [0:127];
    always @(*)
    begin
        if (MemWrite)
            memory[addr] = write_data;
        if (MemRead)
            read_data = memory[addr];
        else
            read_data = 32'b0;
    end
endmodule
`timescale 1ns / 1ps
module data_path #(parameter PC_W =8, parameter INS_W = 32, parameter RF_ADDRESS = 5,
                parameter DATA_W = 32, parameter DM_ADDRESS = 9, parameter ALU_CC_W = 4)
                (clk, reset, reg_write, mem2reg, alu_src, mem_write, mem_read, alu_cc, 
                opcode, funct7, funct3, alu_result);
    input clk, reset, reg_write, mem2reg, alu_src, mem_write, mem_read;
    input [ALU_CC_W-1:0] alu_cc;
    output [6:0] opcode, funct7;
    output [2:0] funct3;
    output [DATA_W-1:0] alu_result;
    wire [PC_W-1:0] next_pc, pc_out;
    wire [INS_W-1:0] instruction;  
    wire [DATA_W-1:0] reg1, reg2, imm_out, data_mem_read;
    wire [DATA_W-1:0] write_back_data;
    wire [DATA_W:0] alu_input_2;
    wire carry_out, overflow, zero;
    wire wrt_addr, rd_addr1, rd_addr2;
    FlipFlop PC (.clk(clk), .reset(reset), .d(next_pc), .q(pc_out));
    assign next_pc = pc_out + 4;
    InstMem IM (.addr(pc_out), .instruction(instruction));
    assign opcode = instruction[6:0];
    assign funct3 = instruction[14:12];
    assign funct7 = instruction[31:25];
    RegFile RF (.clk(clk), 
                .reset(reset), 
                .rg_wrt_en(reg_write), 
                .rg_wrt_addr(instruction[11:7]), 
                .rg_rd_addr1(instruction[19:15]),
                .rg_rd_addr2(instruction[24:20]), 
                .rg_wrt_data(write_back_data), 
                .rg_rd_data1(reg1), 
                .rg_rd_data2(reg2));
    ImmGen IG (.InstCode(instruction), .ImmOut(imm_out));
    Mux m1 (.D1(reg2), .D2(imm_out), .S(alu_src), .Y(alu_input_2));
    ALU alu (.A_in(reg1), .B_in(alu_input_2), .ALU_ctrl(alu_cc), .ALU_out(alu_result),
            .carry_out(carry_out), .zero(zero), .overflow(overflow));
    DataMem DM (.MemRead(mem_read), .MemWrite(mem_write), .addr(alu_result[DM_ADDRESS-1:0]), 
                .write_data(reg2), .read_data(data_mem_read));
    Mux m2 (.D1(alu_result), .D2(data_mem_read), .S(mem2reg), .Y(write_back_data));
endmodule
`timescale 1ns / 1ps
module FlipFlop(clk, reset, d, q);
    input clk;
    input reset;
    input [7:0] d;
    output reg [7:0] q;
    always @ (posedge clk)
        begin
            if (reset == 1)
                q = 8'b0;
            else
                q = d;
        end
endmodule
`timescale 1ns / 1ps
module ImmGen(InstCode, ImmOut);
 input [31:0] InstCode;
 output reg [31:0] ImmOut;
 always @(InstCode)
 begin
    case (InstCode[6:0])
    7'b0000011:
        ImmOut = {InstCode[31]? {20{1'b1}}:20'b0, InstCode[31:20]};
    7'b0010011:
        ImmOut = {InstCode[31]? {20{1'b1}}:20'b0, InstCode[31:20]};
    7'b0100011:
        ImmOut = {InstCode[31]? {20{1'b1}}:20'b0, InstCode[31:25],InstCode[11:7]};
    7'b0010111:
        ImmOut = {InstCode[31:12], 12'b0};
    default:
        ImmOut = {32'b0};
    endcase
    end
endmodule
`timescale 1ns / 1ps
module InstMem(addr, instruction);
    input [7:0] addr;
    output wire [31:0] instruction;
    reg [31:0] memory [0:63];
    initial
    begin
        memory[0] = 32'h00007033;
        memory[1] = 32'h00100093;
        memory[2] = 32'h00200113;
        memory[3] = 32'h00308193;
        memory[4] = 32'h00408213;
        memory[5] = 32'h00510293;
        memory[6] = 32'h00610313;
        memory[7] = 32'h00718393;
        memory[8] = 32'h00208433;
        memory[9] = 32'h404404b3;
        memory[10] = 32'h00317533;
        memory[11] = 32'h0041e5b3;
        memory[12] = 32'h0041a633;
        memory[13] = 32'h007346b3;
        memory[14] = 32'h4d34f713;
        memory[15] = 32'h8d35e793;
        memory[16] = 32'h4d26a813;
        memory[17] = 32'h4d244893;
        memory[18] = 32'h02b02823;
        memory[19] = 32'h03002603; 
        end
    assign instruction = memory[addr[7:2]];
endmodule
`timescale 1ns / 1ps
module Mux(S, D1, D2, Y);
    input S;
    input [31:0] D1;
    input [31:0] D2;
    output [31:0] Y;
    assign Y = S ? D2 : D1;
endmodule
`timescale 1ns / 1ps
module RegFile(clk, reset,
        rg_wrt_en, rg_wrt_addr,
        rg_rd_addr1, rg_rd_addr2,
        rg_wrt_data, 
        rg_rd_data1, rg_rd_data2);
    input clk, reset;
    input rg_wrt_en;
    input [4:0] rg_rd_addr1, rg_rd_addr2, rg_wrt_addr;
    input [31:0] rg_wrt_data;
    output [31:0] rg_rd_data1, rg_rd_data2;
    reg [31:0] memory [31:0];
    integer i;
    assign rg_rd_data1 = memory[rg_rd_addr1];
    assign rg_rd_data2 = memory[rg_rd_addr2];
    always @ (posedge clk or posedge reset) begin
        if (reset==1) begin
            for (i=0; i<32; i=i+1)
                memory[i]<=32'b0;
            end
        else if (rg_wrt_en) begin
            memory[rg_wrt_addr] <= rg_wrt_data;
            end
    end
endmodule
`timescale 1ns / 1ps
module processor(clk, reset, Result);
    input clk, reset;
    output [31:0] Result;
    wire RegWrite, ALUSrc, MemtoReg, MemRead, MemWrite;
    wire [1:0] ALUOp;
    wire [6:0] opcode, funct7;
    wire [2:0] funct3;
    wire [3:0] operation;
    Controller ctrl (.Opcode(opcode), .ALUSrc(ALUSrc), .MemtoReg(MemtoReg), .RegWrite(RegWrite), 
                    .MemRead(MemRead), .MemWrite(MemWrite), .ALUOp(ALUOp));
    ALUController alu_ctrl (.ALUOp(ALUOp), .Funct7(funct7), .Funct3(funct3), .Operation(operation));
    data_path dp (.clk(clk), .reset(reset),
                  .reg_write(RegWrite), .mem2reg(MemtoReg), .alu_src(ALUSrc), .mem_read(MemRead), .mem_write(MemWrite),
                  .alu_cc(operation),
                  .funct7(funct7), .funct3(funct3), .opcode(opcode), .alu_result(Result));
endmodule
==> /design/flow/run.sh <==
#!/bin/bash
# OpenROAD 26Q1-2900-gdf79404cd8, Yosys 0.63+post, stock flow scripts
make -C /OpenROAD-flow-scripts/flow DESIGN_CONFIG=/design/flow/config.mk WORK_HOME=/design/flow/orfs finish
==> /design/flow/config.mk <==
export PLATFORM = sky130hd
export DESIGN_NAME = processor
export DESIGN_NICKNAME = processor
export VERILOG_FILES = /design/flow/design.v
export SDC_FILE = /design/flow/constraint.sdc
export NUM_CORES = 4
export LEC_CHECK = 1
export CORE_UTILIZATION = 50
==> /design/flow/constraint.sdc <==
current_design processor

set clk_period 15.7
set clk_io_pct 0.2

create_clock -name clk0 -period $clk_period [get_ports {clk}]

set non_clock_inputs [all_inputs -no_clocks]
set_input_delay [expr $clk_period * $clk_io_pct] -clock clk0 $non_clock_inputs
set_output_delay [expr $clk_period * $clk_io_pct] -clock clk0 [all_outputs]
==> flow_summary.yaml <==
# flow metrics
outcome:
  status: "complete, no violations"
yosys:
  ys_cells: 6033
  avgSynthCellArea_um2: 8.95
  ys_area_um2: 54000
  syn_area_um2: 54000
  top_area_cell: "dfrtp_1"
  ff_type: "dfrtp_1"
  synth_top_cell_by_count: "nand2_1"
  area_leaders: "dfrtp_1 47%, a22oi_1 8.9%, nand2_1 8.8%, o21ai_0 7.1%, mux2_2 2.8%"
  top_cells_by_count: "1,263 x nand2_1, 1,024 x dfrtp_1, 764 x o21ai_0"
  synth_cell_types: 91
  edf_count: 0
  netlist_instances: 6033
  synth-warning-count: 11
  synth.top_cell.area_share_pct: 47.4
  synth-async-reset-ratio_pct: 96.9
  ys_ff: 1057
die:
  core_um2: 107000
  die_w_um: 331
  die-area_um2: 109000
  row_count: 120
  num_io_pins: 34
  fp_util_pct: 50.5
  die_h_um: 331
setup_path:
  cp.required_ns: 12.56
  cp.arrival_ns: 8.77
  critPathCaptureType: "primary output"
  cp-start-kind: "flip-flop"
  criticalPathCategory: "reg -> out"
  crit_path_max_fanout: 33
placed_design:
  dp_hpwl_um: 168000
  dp_cells: 7165
  dpl_worst_slack_ns: 4.93
  io_buffers: 33
  place_congestion: 1.04
finish:
  instances_no_fill: 7366
  area_delta_synth_final_pct: 11.2
  drive_gt1_share_pct: 11.5
power_and_ir_drop:
  p_int_w: 0.00550
  power_leakage_nw: 26.5
  seq_power_share_pct: 37.3
  vdd_drop_max_uv: 108
  netSwitchingFraction_pct: 39.1
  p_sw_w: 0.00354
  powerDensity_nw_per_um2: 151
  clkPwrFrac_pct: 30.8
  power_frac_comb_pct: 31.9
  finalPower_w: 0.00904
timing:
  period_needed_ns: 11.91
  setup_violations: 0
  untimed_endpoints: 5
  fmax_mhz: 83.9
  relSlewSlack_pct: 27.5
  fin_crit_sh_pct: 75.9
  tightest_slew_ns: 1.09
  hold_viol_final: 0
  unclocked_pins: 5
  grt_setup_unrepaired: "false"
  worst_slack_ns: 3.79
  fin_skew_ns: 0.0344
  slew_violations: 0
clock_network:
  htreeDepth: 3
  clk_latency_ns: 0.73
  clk_pin_slew_worst_paths_ns: 0.06
  holdBufCountCts: 0
  cts_tree: "done"
  ctsResizeCount: 0
  post-cts-setup-buffer-count: 0
  ctsLongestPathBuffers: 3
  cts_buffers: 111
  cts-root-buf: "clkbuf_16"
route:
  drc_errors: 0
  top_layer_used: "met5"
  via_per_inst: 6.90
  met2WireLength_um: 104000
  antenna_left: 0
  met3_length_um: 39600
  vias: 50800
  first_iter_violations: 5735
  wl_met1_um: 95100
  routedWlPerCell_um: 35.5
  firstDrtPassIters: 7
  wirelength_um: 261000
hold_path:
  hold_path.class: "reg -> reg"
job:
  drv_cap: 0
  warnings: 100
global_route:
  grt_usage_pct: 50.5
  overflow: 0
  grt_pass1_vias: 48800
  grt_pass1_wl_um: 367000
  antenna_found_initial: 8
  grt_start_max_net_pins: 129
-- power groups by stage --
stage                 clock network, W  registers [W]  logic (W)
after CTS                      0.00279        0.00336    0.00280
after global routing           0.00288        0.00339    0.00307
final                          0.00278        0.00337    0.00289
-- kinds of logic after synthesis --
| logic type | count (synthesis) | synth area share [%] |
|---|---|---|
| compound gates | 2119 | 25.4 |
| mux | 150 | 3.09 |
| flops | 1052 | 48.5 |
| fa+ha+maj | 107 | 2.51 |
| latches | 5 | 0.139 |
| xor+xnor | 17 | 0.276 |
| other cells | 1 | 0.00694 |
| buf+inv | 651 | 4.90 |
| simple gates | 1931 | 15.2 |
-- cells in the final DEF (no fill, tap or decap), drive strengths merged, types with 11 or more instances in the layout --
cell and n:
a211oi 19, a21o 25, a21oi 226, a221o 11
a221oi 48, a222oi 11, a22o 29, a22oi 639
a31oi 24, and2 16, and3 13, buf 221
bufinv 15, clkbuf 150, clkdlybuf4s50 33, clkinv 22
dfrtp 1024, dfxtp 28, ha 105, inv 125
mux2 133, mux2i 17, nand2 1263, nand2b 23
nand3 83, nand4 81, nor2 234, nor2b 26
nor3 100, nor4 41, o211ai 15, o21ai 788
o21bai 15, o22a 35, o22ai 44, o31ai 113
-- worst max-delay path, stage by stage (launching register included) --
cell	delay (ns)
dfxtp_1	0.94
nand2_1	0.70
nor2_4	0.69
buf_4	0.70
a22oi_1	0.19
nand4_1	0.13
nor3_1	0.09
a21oi_1	0.63
nor2_1	0.09
a21oi_1	0.29
ha_1	0.33
o21ba_1	0.22
or4_4	0.43
a211oi_2	0.46
o211ai_1	0.19
and3_4	0.24
o31ai_4	0.36
a31oi_1	0.19
nor3_4	0.20
buf_4	0.41
nand2b_1	0.10
clkdlybuf4s50_1	0.40
-- final cells by class --
cell class / instances / area [um^2]
Tap cell: 1403 / 1760
Antenna cell: 5 / 12.5
Clock inverter: 46 / 699
Clock buffer: 150 / 3100
Inverter: 122 / 462
Sequential cell: 1057 / 26300
Timing Repair Buffer: 254 / 2030
Fill cell: 9500 / 47000
Multi-Input combinational cell: 4329 / 25800
-- flip-flops by register name (all words and copies together), names as in the netlist --
| register | flops |
|---|---|
| dp.PC.q | 5 |
| ctrl.RegWrite | 1 |
| ctrl.ALUOp | 2 |
| ctrl.ALUSrc | 1 |
| ctrl.MemRead | 1 |
| dp.RF.memory | 1024 |
| dp.IG.InstCode | 23 |
-- metal layers --
metal	GRT usage (%)	vias up
li1	-	21500
met1	66.4	24600
met2	66.5	3659
met3	27.3	1114
met4	30.0	18
met5	3.57	-
-- stage by stage --
step           utilization (%)  hold slack, ns  setup TNS, ns  area (um^2)
4_1_cts                   56.1           0.478              0        60100
3_3_place_gp              52.6           0.460              0        56300
3_5_place_dp              52.6           0.463              0        56300
6_report                  56.1           0.476              0        60100
2_1_floorplan                -           0.443       -1766.24        54000
5_1_grt                   56.1           0.493              0        60100
-- path summary, 6_finish.rpt --
check                                    start              endpoint  slack, ns  cells after the start
max in group asynchronous                reset   dp.RF.memory[3][15]       9.24                      7
max reg2reg                 dp.IG.InstCode[20]  dp.RF.memory[23][28]       7.30                     21
min reg2reg                dp.RF.memory[24][3]   dp.RF.memory[24][3]       0.48                      2
max                         dp.IG.InstCode[20]            Result[31]       3.79                     21
min in group asynchronous                reset  dp.RF.memory[15][31]       2.98                      3
min                        dp.RF.memory[24][3]   dp.RF.memory[24][3]       0.48                      2
Power figures rest on the tool's default switching activity, not on a simulated workload.
